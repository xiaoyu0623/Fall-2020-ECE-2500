<file path="/design/flow/config.mk">
export PLATFORM = sky130hd
export DESIGN_NAME = REG_FILE
export DESIGN_NICKNAME = REG_FILE
export VERILOG_FILES = /design/flow/design.v
export SDC_FILE = /design/flow/constraint.sdc
export NUM_CORES = 4
export LEC_CHECK = 1
export CORE_UTILIZATION = 40
</file>
<file path="/design/flow/constraint.sdc">
current_design REG_FILE

set clk_period 7.5
set clk_io_pct 0.2

create_clock -name clk0 -period $clk_period [get_ports {clk}]

set non_clock_inputs [all_inputs -no_clocks]
set_input_delay [expr $clk_period * $clk_io_pct] -clock clk0 $non_clock_inputs
set_output_delay [expr $clk_period * $clk_io_pct] -clock clk0 [all_outputs]
</file>
<file path="/design/flow/design.v">
module REG_FILE
  (
   data1_out,
   data2_out,
   clk,    
   readAddr1_in,
   readAddr2_in,
   writeAddr_in,
   writeData_in,
   writeCntrl_in
   );
   parameter reg_delay = 5;	
   input 	 clk;
   input [4:0] 	 readAddr1_in, readAddr2_in, writeAddr_in;
   input [31:0]  writeData_in;	
   input 	 writeCntrl_in;
   output [31:0] data1_out, data2_out;
   reg [31:0] 	 data1_out, data2_out;			
   reg [31:0] 	 reg_array[0:31];
   initial 
     begin
	reg_array[0] = 32'b0;
     end 
   always@(readAddr1_in, readAddr2_in, reg_array[readAddr1_in], reg_array[readAddr2_in])
     begin
	#reg_delay;
	data1_out = reg_array[readAddr1_in];
	data2_out = reg_array[readAddr2_in];
     end
   always@(posedge clk)
     begin
	#reg_delay;
	if(writeCntrl_in)
	  begin
	     if(|writeAddr_in)
	       reg_array[writeAddr_in] = writeData_in;
	  end
     end  
endmodule
</file>
<file path="/design/flow/run.sh">
#!/bin/bash
# OpenROAD 26Q1-2900-gdf79404cd8, Yosys 0.63+post, stock flow scripts
make -C /OpenROAD-flow-scripts/flow DESIGN_CONFIG=/design/flow/config.mk WORK_HOME=/design/flow/orfs finish
</file>
==> results_dict.tcl <==
# implementation run metrics
set metrics [dict create \
    setup_tns_ns 0 \
    max_stage_delay_ns 0.66 \
    drive_gt1_frac 0.0924 \
    via_per_inst 5.89 \
    maxCapViolCount 0 \
    crit_arrival_ns 4.54 \
    core_area_sq_mm 0.120 \
    grt_start_max_net_pins 87 \
    path_clk_slew_ns 0.06 \
    peakVddDrop_mv 0.191 \
    routed-wl-met3_mm 20.0 \
    rsz0062_at_grt "false" \
    tool_warnings 26 \
    netlist-cell-type-count 24 \
    clockBufferDepth 3 \
    yosysChipArea_sq_mm 0.0488 \
    wl_met2_mm 71.0 \
    syn-cell-area_sq_mm 0.0488 \
    grt_pass1_wl_mm 216 \
    wl_mm 150 \
    area_growth_pct 13.7 \
    highest_layer "met5" \
    vias 30800 \
    leakagePower_uw 0.0203 \
    slew_headroom 0.427 \
    io_buffers 112 \
    io_pins 113 \
    p_per_area_mw_per_mm2 228 \
    cts_tree "done" \
    holdBufCountCts 0 \
    antenna_found_initial 7 \
    drc_errors 0 \
    yosysWarnings 1 \
    seq_area_frac_synth 0.631 \
    final_cell_mix "mux2i_1, edfxtp_1, nand3_1" \
    dpl_cell_area_sq_mm 0.0522 \
    worstPathRequired_ns 6.00 \
    critPathTopFamily "buffers and inverters" \
    hpwl_mm 84.7 \
    yosys_cells 3386 \
    grt_pass1_vias 31600 \
    hold-worst-slack_ns 1.63 \
    initCoreUtil 0.405 \
    post-cts-setup-buffers 0 \
    cp-end-kind "output port" \
    top_area_cell "edfxtp_1" \
    wl_per_cell_microns 28.6 \
    cts_num_sinks 1024 \
    crit_type "in -> out" \
    synth_flops 1024 \
    largest_reg_flops 1024 \
    htree_levels 3 \
    drt_pass1_iterations 5 \
    clock.fmax_ghz 0.166 \
    grt.overflow.total 0 \
    grt_use_total 0.262 \
    worst_setup_path_start_kind "primary input" \
    worstMarginPinSlew_ns 0.857 \
    die_y_microns 351 \
    power_uw 12600 \
    fillers 10400 \
    top_cell_area_share 0.631 \
    cts_root_buf "clkbuf_16" \
    min_period_ns 6.04 \
    final_max_slew_viol_count 0 \
    dieArea_sq_mm 0.123 \
    gp_congestion 0.883 \
    cts_resized 0 \
    finalHoldViolCount 0 \
    status "finished, final reports clean" \
    num_rows 127 \
    cp_slowest_cell "clkdlybuf4s50_1" \
    drt_iter0_drc 2240 \
    design_area_sq_mm 0.0555 \
    cp_cell_sequence "clkdlybuf4s50_1 -> nor2b_4 -> buf_4 -> a22o_1 -> nor3_1 -> a31oi_1 -> nand3_1 -> clkdlybuf4s50_1" \
    hold_class "in -> reg" \
    area_leaders "edfxtp_1, mux2i_1, a22oi_1" \
    fin_crit_sh 0.805 \
    avgSynthCellArea_sq_um 14.4 \
    cp_num_buf_inv 3 \
    setup_viol 0 \
    cts_made_buffers 107 \
    ant_nets 0 \
    critPathMostFrequentCell "clkdlybuf4s50_1" \
    syn_inst 3386 \
    die_x_microns 351 \
    drt-met1-wl_mm 54.2 \
    path_max_fanout 14 \
]
## worst paths after layout
path                  slack (ns)  cells after the start               end            start
worst max-delay path        1.46                      8      data2_out[9]  readAddr2_in[2]
worst min-delay path        1.63                      2  reg_array[14][1]  writeData_in[1]
## per-layer routing
| metal | vias to the layer above | GRT usage |
|---|---|---|
| li1 | 13700 | - |
| met1 | 15300 | 0.339 |
| met2 | 1626 | 0.401 |
| met3 | 277 | 0.144 |
| met4 | 14 | 0.0640 |
| met5 | - | 0.00275 |
## area by class of cell
class,instances,area (sq um),share of cell area
clock buffers,150,2880,0.0520
well taps,1612,2020,0.0364
clock inverters,50,389,0.00702
repair buffers,260,2530,0.0456
diodes,1,2.50,0.0000451
flip-flops and latches,1024,30700,0.554
multi-input cells,2140,16900,0.305
## cells by family after synthesis
| group | share of synthesized area |
|---|---|
| and+or+nand+nor | 0.0471 |
| DFF | 0.631 |
| other | 0.0000769 |
| muxes | 0.210 |
| buffers and inverters | 0.0315 |
| AOI/OAI and AO/OA | 0.0805 |
## stage by stage
step           worst slack [ns]  utilization  cells
2_1_floorplan              3.45            -   3417
3_3_place_gp               1.50        0.433   5036
3_5_place_dp               1.47        0.433   5036
4_1_cts                    1.46        0.460   5236
5_1_grt                    1.32        0.460   5236
6_report                   1.46        0.460   5237
## where the power goes
| group | internal [uW] | switching [uW] | total [uW] |
|---|---|---|---|
| clock | 2840 | 2180 | 5020 |
| combinational | 461 | 738 | 1200 |
| sequential | 6380 | 32.2 | 6410 |
| total | 9690 | 2950 | 12600 |
## synthesized netlist by cell type
| library cell | instances |
|---|---|
| or3b_2 | 3 |
| nor3_1 | 64 |
| buf_6 | 37 |
| nand3b_1 | 5 |
| a21oi_1 | 192 |
| a22o_1 | 128 |
| nand2_1 | 195 |
| nand2b_1 | 4 |
| nand3_1 | 194 |
| mux2i_1 | 1024 |
| a22oi_1 | 192 |
| a31oi_1 | 64 |
| buf_4 | 57 |
| or3_1 | 1 |
| or2_2 | 2 |
| conb_1 | 1 |
| buf_2 | 62 |
| edfxtp_1 | 1024 |
| nor2_1 | 34 |
| buf_1 | 11 |
| nor2b_1 | 4 |
| clkbuf_1 | 82 |
| and2_1 | 2 |
| clkbuf_4 | 4 |
Power and IR drop assume default switching activity.
