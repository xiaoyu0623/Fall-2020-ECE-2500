$ cat design.v
module MIPS_ALU
  (
   ALUCntrl_in, 
   A_in, 
   B_in, 
   ALU_out, 
   zero_out
   );
   parameter ALU_delay = 22;
   parameter zero_delay = 3;
   output [31:0] ALU_out;
   reg [31:0] 	 ALU_out;
   output 	 zero_out;
   reg 		 zero_out;
   input [3:0] 	 ALUCntrl_in;
   input [31:0]  A_in, B_in;
   reg [31:0]    temp;	
   always@*
     begin
	#ALU_delay;
	case(ALUCntrl_in)
	  4'b0000:   
	    ALU_out = A_in & B_in;
	  4'b0001:   
	    ALU_out = A_in | B_in;
	  4'b0010:   
	    ALU_out = A_in + B_in;
	  4'b0110:   
	    ALU_out = A_in - B_in;
	  4'b0111:   
	    begin
	       temp = A_in - B_in;
	       if(temp[31]) 
		 ALU_out = 32'd1;
	       else
		 ALU_out = 32'd0;  		
	    end
          4'b1000:  
            ALU_out = B_in << 1;
          4'b1001:  
            ALU_out = B_in >> 1;
	  4'b1100:   
	    ALU_out = ~(A_in | B_in);
	  4'b1111:   
	    ALU_out = {B_in[15:0], 16'b0};
	  default:   
	    ALU_out = 32'bx;
	endcase  
     end  
   always@*
     begin
	#zero_delay;
	if (~(|ALU_out)) 
	  zero_out = 1;
	else	
	  zero_out = 0;
     end
endmodule
$ cat run.sh
#!/bin/bash
# OpenROAD 26Q1-2900-gdf79404cd8, Yosys 0.63+post, stock flow scripts
make -C /OpenROAD-flow-scripts/flow DESIGN_CONFIG=/design/flow/config.mk WORK_HOME=/design/flow/orfs finish
$ cat config.mk
export PLATFORM = sky130hd
export DESIGN_NAME = MIPS_ALU
export DESIGN_NICKNAME = MIPS_ALU
export VERILOG_FILES = /design/flow/design.v
export SDC_FILE = /design/flow/constraint.sdc
export NUM_CORES = 4
export LEC_CHECK = 1
export CORE_UTILIZATION = 40
$ cat constraint.sdc
current_design MIPS_ALU

set clk_period 25.8
set clk_io_pct 0.2

create_clock -name clk0 -period $clk_period

set non_clock_inputs [all_inputs -no_clocks]
set_input_delay [expr $clk_period * $clk_io_pct] -clock clk0 $non_clock_inputs
set_output_delay [expr $clk_period * $clk_io_pct] -clock clk0 [all_outputs]
==> flow_metrics.py <==
# Auto-generated metrics
metrics = {
    "placed_design": {
        "dpl-instance-area_um2": 7500,
        "routabilityCongestion": 1.03,
        "dpl.hpwl_um": 23000,
        "numPortBuffers": 101,
        "dp_cells": 1237,
    },
    "clock_tree": {
        "cts_setup_buffers": 0,
        "postCtsHoldBufs": 0,
        "ctsResizeCount": 0,
    },
    "drt": {
        "drt-total-wl_um": 28900,
        "drc": 0,
        "ant_nets": 0,
        "vias": 7991,
        "vias_per_cell": 6.46,
        "dr.pass1.iters": 6,
        "antennaDiodeCount": 0,
        "wl_per_cell_um": 23.4,
        "drt_iter0_drc": 740,
    },
    "die": {
        "die_w_um": 128,
        "die_area_um2": 16300,
        "io_pins": 101,
        "die-height_um": 128,
        "rows": 45,
        "fp_util": 0.413,
        "core_um2": 15300,
    },
    "timing": {
        "rsz0062_at_grt": "false",
        "maxSlewViolCount": 0,
        "clock.fmax_mhz": 63.4,
        "timing.final.crit_share": 0.611,
        "finalCriticalPeriod_ns": 15.77,
        "tightest_slew_ns": 0.982,
        "setup_viol": 0,
        "worst_hold_slack_ns": 11.58,
        "hold_violations": 0,
        "relSlewSlack": 0.328,
        "fin_setup_tns_ns": 0,
    },
    "setup_path": {
        "worstPathRequired_ns": 20.64,
        "cp.depth": 15,
        "endpoint": "zero_out",
        "slowest_delay_ns": 0.63,
        "crit_type": "input port to primary output",
        "path_max_fanout": 8,
        "startpoint_type": "input port",
        "crit_start": "B_in[4]",
        "worst_setup_path_end_kind": "primary output",
        "cp_top_family": "simple AND/OR/NAND/NOR gates",
        "cp_cell_sequence": "clkdlybuf4s50_1 -> inv_1 -> ha_1 -> and2_1 -> a221oi_1 -> nand2_1 -> a221oi_1 -> mux2i_1 -> a31oi_1 -> or4_1 -> nor4_1 -> and4b_1 -> or4b_1 -> nor4_2 -> clkdlybuf4s50_1",
        "critPathBufInv": 3,
        "critPathSlowestCell": "clkdlybuf4s50_1",
        "arrival_ns": 10.61,
    },
    "finish": {
        "post-route-util": 0.490,
        "postLayoutCellArea_um2": 7500,
        "drive_gt1_frac": 0.0419,
        "fin_cells": 1237,
        "area_delta_synth_final_pct": 18.7,
        "clock_buffers": 0,
        "seq_cells": 0,
        "regArea_um2": 0,
    },
    "pwr": {
        "leakagePower_nw": 3.21,
        "powerDensity_nw_per_um2": 24.2,
        "max-vdd-ir-drop_mv": 0.00916,
    },
    "job": {
        "warning_count": 97,
        "cap_viol_max_count": 0,
    },
    "logic_synthesis": {
        "yosys.cell_types.count": 86,
        "yosysSeqAreaShare": 0,
        "ys.warnings.count": 1,
        "ys_cells": 967,
        "synthCells": 967,
        "ys_chip_area_um2": 6320,
        "synth_area_um2": 6320,
        "avgSynthCellArea_um2": 6.54,
    },
    "global_route": {
        "grt_overflow": 0,
        "grt_pass1_wl_um": 43800,
        "grt_use_total": 0.356,
        "grt_antenna_before_repair": 0,
        "grt_pass1_vias": 7474,
        "grt_max_degree": 41,
    },
    "outcome": {
        "run_status": "finished clean",
    },
    "worst_hold_path": {
        "hold_class": "input port to primary output",
    },
}
==> synth_stat cells, types with 6 or more instances <==
master	instances	area share
o21ai_0	51	0.040
a222oi_1	10	0.016
a31oi_1	11	0.011
nor2_1	117	0.069
o211ai_1	15	0.018
buf_1	6	0.0036
a221o_1	6	0.0095
ha_1	97	0.19
a21oi_1	98	0.078
nor2b_1	10	0.0099
nand2_1	46	0.027
and2_1	8	0.0079
nor3b_1	6	0.0071
xnor2_1	16	0.022
nand2b_1	14	0.014
o31ai_1	13	0.015
a221oi_1	14	0.019
nor4_1	11	0.011
o21a_1	11	0.013
mux2i_1	22	0.035
o221ai_1	13	0.018
a21o_1	15	0.018
nand4_1	10	0.0099
o22ai_1	11	0.011
nor3_1	15	0.012
a211oi_1	17	0.020
inv_1	98	0.058
clkbuf_1	39	0.023
o211a_1	6	0.0095
buf_2	12	0.0095
nand3_1	30	0.024
==> per-stage QoR <==
| step | total power, mW | setup slack [ns] |
|---|---|---|
| 6_report | 0.181 | 10.03 |
| 3_5_place_dp | 0.176 | 10.19 |
| 2_1_floorplan | 0.105 | 12.24 |
| 3_3_place_gp | 0.178 | 10.05 |
| 4_1_cts | 0.177 | 10.15 |
| 5_1_grt | 0.195 | 9.76 |
==> layout by cell type, fill, tap and decap left out, types with 5 or more instances in the layout <==
cell type and instances:
a21o_1 15, a31oi_1 11, xnor2_1 15, o211ai_1 15
nor3b_1 5, o31ai_1 13, nand3_1 30, and2_1 8
o311ai_0 5, or3_1 5, ha_1 97, o211a_1 6
a211oi_1 17, o21bai_1 5, nand4_1 10, a222oi_1 10
nor4_1 11, o21a_1 11, nand2_1 46, a21oi_1 98
a221oi_1 14, xor2_1 5, mux2i_1 22, a221o_1 6
nor3_1 14, buf_4 18, or4_1 5, o22ai_1 11
o21ai_0 51, nand2b_1 14, nor2_1 117, clkdlybuf4s50_1 101
o221ai_1 13, nor2b_1 10, inv_1 98
==> power by group <==
part	internal [mW]	switching, mW	leakage [nW]
combinational	0.0753	0.106	3.21
clock	0	0	0
sequential	0	0	0
total	0.0753	0.106	3.21
==> per-layer routing <==
layer | routed length [um] | part of all wire | global-route usage | up-vias
met4 | 1210 | 0.042 | 0.128 | 0
met2 | 12900 | 0.45 | 0.575 | 492
met3 | 2870 | 0.099 | 0.0489 | 87
met1 | 11900 | 0.41 | 0.485 | 3687
li1 | - | - | - | 3725
met5 | 0 | 0 | 0 | -
==> logic make-up after synthesis <==
kind of cell	after synthesis	share of synthesized area
AND-OR/OR-AND	361	0.397
XOR/XNOR	21	0.0291
adder cells (fa/ha/maj)	99	0.198
buffers and inverters	160	0.100
multiplexers	23	0.0366
AND/OR/NAND/NOR	303	0.239
==> worst min-delay path by stage <==
| stage | start | to | slack, ns | depth (start not counted) |
|---|---|---|---|---|
| 6_report | A_in[31] | ALU_out[31] | 11.58 | 4 |
| 5_1_grt | A_in[31] | zero_out | 11.64 | 5 |
| 4_1_cts | A_in[31] | ALU_out[31] | 11.59 | 4 |
==> layout make-up <==
| class | count | area, um^2 |
|---|---|---|
| inverters | 100 | 377 |
| fillers | 1629 | 7810 |
| multi-input cells | 807 | 5710 |
| repair buffers | 119 | 1150 |
| well taps | 211 | 264 |
Power is estimated from default activity; no workload was simulated.
